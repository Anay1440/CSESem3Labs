==> flow/run.sh <==
#!/bin/bash
# OpenROAD 26Q1-2900-gdf79404cd8, Yosys 0.63+post, stock flow scripts
make -C /OpenROAD-flow-scripts/flow DESIGN_CONFIG=/design/flow/config.mk WORK_HOME=/design/flow/orfs finish
==> flow/config.mk <==
export PLATFORM = sky130hd
export DESIGN_NAME = fbComp
export DESIGN_NICKNAME = fbComp
export VERILOG_FILES = /design/flow/design.v
export SDC_FILE = /design/flow/constraint.sdc
export NUM_CORES = 4
export LEC_CHECK = 1
export CORE_AREA = 10 10 70 70
export DIE_AREA = 0 0 80 80
==> flow/constraint.sdc <==
current_design fbComp

set clk_period 1.2
set clk_io_pct 0.2

create_clock -name clk0 -period $clk_period

set non_clock_inputs [all_inputs -no_clocks]
set_input_delay [expr $clk_period * $clk_io_pct] -clock clk0 $non_clock_inputs
set_output_delay [expr $clk_period * $clk_io_pct] -clock clk0 [all_outputs]
==> flow/design.v <==
module fbComp(x,y,gt,eq,lt);
    input [3:0] x,y;
    output gt,eq,lt;
    tbComp stage0(x[1:0],y[1:0],gt1,eq1,lt1);
    tbComp stage1(x[3:2],y[3:2],gt2,eq2,lt2);
    and (eq,eq1,eq2);
    assign gt = (gt1 & eq2) | (lt1 & gt2) | (eq1 & gt2);
    assign lt = (lt1 & eq2) | (eq1 & lt2) | (gt1 & lt2);
endmodule
module tbComp(x,y,gt,eq,lt);
    input [1:0] x,y;
    output gt,eq,lt;
    assign gt = (x[1] & ~y[1]) | (x[1] & x[0] & ~y[0]) | (x[0] & ~y[1] & ~y[0]);
    assign eq = (~x[1] & ~x[0] & ~y[1] & ~y[0]) | (~x[1] & x[0] & ~y[1] & y[0]) | (x[1] & x[0] & y[1] & y[0]) | (x[1] & ~x[0] & y[1] & ~y[0]);
    assign lt = (~x[1] & y[1]) | (~x[0] & y[1] & y[0]) | (~x[1] & ~x[0] & y[0]);
endmodule
==> impl_metrics.json <==
{
  "status": "finished with violations",
  "violations": "setup timing",
  "p_sw_share_pct": 36.69,
  "fin_crit_sh_pct": 107.5,
  "worst_pin_slew_ns": 0.1751,
  "critPathArrivalTime_ns": 1.05,
  "area_growth_pct": 160.4,
  "overflow": 0,
  "power.internal_uw": 67.56,
  "diodes": 0,
  "timing.fmax_mhz": 774.9,
  "p_switching_uw": 39.15,
  "ios": 11,
  "numPortBuffers": 11,
  "seq_power_share_pct": 0,
  "peakVddDrop_mv": 0.03440,
  "routed_via_density": 2.260,
  "pwr-share-clk_pct": 0,
  "ctsHoldBuffers": 0,
  "grt_use_met1_pct": 1.716,
  "power_frac_comb_pct": 100.0,
  "dp_hpwl_microns": 509.2,
  "period_minus_slack_ns": 1.291,
  "leakagePower_nw": 0.1502,
  "cts_setup_buffers": 0,
  "max-slew-margin-rel_pct": 88.29,
  "gp_congestion": 0.6785,
  "ys_seq_share_pct": 0,
  "grt_pass1_vias": 186,
  "fin_tns_setup_ns": -0.1882,
  "route.vias.total": 174,
  "drc": 0,
  "yosysCellCount": 16,
  "stdcell_count": 77,
  "grt_start_max_net_pins": 4,
  "routed_wirelength_microns": 574,
  "clkbuf_count": 0,
  "worstSetupPathType": "input pin to primary output",
  "drtIter0Drc": 0,
  "setup_violations": 3,
  "place_worst_setup_slack_ns": -0.8659,
  "cp-end-kind": "primary output",
  "min_path_type": "input pin to primary output",
  "fp.dieH_microns": 80,
  "power_density_nw_per_um2": 309.0,
  "rows": 21,
  "drv_slew": 0,
  "regArea_sq_um": 0,
  "syn_avg_cell_area_sq_um": 8.289,
  "fp_util_pct": 3.883,
  "synth_warnings": 6,
  "routedWlPerCell_microns": 7.455,
  "track_usage_pct": 1.594,
  "top_usage_layer": "met2",
  "warnings": 34,
  "drv_cap": 0,
  "fin_ws_ns": -0.09053,
  "start_kind": "input pin",
  "hold_violations": 0,
  "rsz0062_at_grt": "true",
  "final_layout_size_suffix_gt1_share_pct": 77.42,
  "cp_max_fo": 2,
  "flops": 0,
  "grt_pass1_wl_microns": 855,
  "ant_nets": 0,
  "yosys_area_sq_um": 132.6,
  "antenna_found_initial": 0,
  "fillCellCount": 411,
  "yosysUniqueCellTypes": 12,
  "required_ns": 0.96,
  "drtPass1Iterations": 1,
  "chipArea_sq_um": 6400,
  "synthCells": 16,
  "syn-cell-area_sq_um": 132.6,
  "core_area_sq_um": 3416,
  "combGateArea_sq_um": 160.2,
  "dp.cells": 77,
  "chipWidth_microns": 80,
  "gr-usage-met2_pct": 2.970,
  "grt_use_met3_pct": 0.6818
}
-- area by class of cell --
cell class                      instances  share of cell area (%)
Inverter                                2                   2.174
Multi-Input combinational cell         14                   46.38
Tap cell                               46                   16.67
Timing Repair Buffer                   15                   34.78
-- cells in the mapped netlist (all sizes together) --
library cell  number  area, sq um
nand3b             1        7.510
maj3               2        22.52
xor2               1        8.760
xnor2              1        8.760
a31oi              1        6.260
o31a               1        8.760
mux2i              2        20.02
nand2b             2        12.51
inv                2        7.510
nor4b              1        15.01
nor2b              2        15.02
-- power by group through the flow --
stage                 sequential (mW)  combinational, mW  clock, mW
final                               0              0.107          0
after global routing                0              0.117          0
after CTS                           0              0.104          0
-- repair_timing --
action | in CTS | in global routing
gates resized | 53 | 2
cloned | 0 | 0
endpoints found under the setup margin | 3 | 3
pin swaps | 4 | 2
-- path summary, 6_finish.rpt --
check | to | slack (ns) | start | depth (start not counted)
max | gt | -0.09 | y[0] | 5
min | eq | 0.90 | y[2] | 5
-- layout by cell type, fill, tap and decap left out --
master,netlist,routed
maj3_2,2,2
o31a_1,1,1
buf_6,0,5
xnor2_2,0,1
nand2b_4,0,1
buf_2,0,6
xor2_2,0,1
clkdlybuf4s15_2,0,1
buf_4,0,3
nand3b_1,1,1
a31oi_1,1,1
inv_2,0,1
mux2i_1,2,2
nand2b_1,2,1
nor2b_4,0,2
nor4b_2,1,1
inv_1,2,1
-- logic make-up (layout without fill, tap and decap cells) --
| logic type | count (synthesis) | in the layout | share of synthesized area [%] |
|---|---|---|---|
| compound gates | 2 | 2 | 11.32 |
| xor+xnor | 2 | 2 | 13.21 |
| fa+ha+maj | 2 | 2 | 16.98 |
| buf+inv | 2 | 17 | 5.662 |
| mux | 2 | 2 | 15.09 |
| simple gates | 6 | 6 | 37.74 |
-- worst max-delay path, stage by stage --
cell,delay (ns)
buf_6,0.09
nand2b_4,0.13
maj3_2,0.31
mux2i_1,0.15
buf_2,0.13
-- through the flow --
stage | area [sq um] | power [mW] | hold WS (ns) | utilization [%]
after CTS | 331.6 | 0.1044 | 0.9205 | 9.707
after floorplan | 132.6 | 0.03678 | 0.6161 | -
after global placement | 330.3 | 0.1072 | 1.623 | 9.670
after global routing | 345.3 | 0.1171 | 0.9375 | 10.11
after detailed placement | 330.3 | 0.1075 | 1.631 | 9.670
final | 345.3 | 0.1067 | 0.8973 | 10.11
-- layer usage --
metal  share of wire (%)  vias up
met1                  42       83
li1                    -       86
met4                   0        0
met3                 8.4        0
met2                  49        5
met5                   0        -
Power is estimated from default activity; no workload was simulated.
