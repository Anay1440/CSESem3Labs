--- config.mk ---
export PLATFORM = sky130hd
export DESIGN_NAME = sixteenTo4PrioEncoder
export DESIGN_NICKNAME = sixteenTo4PrioEncoder
export VERILOG_FILES = /design/flow/design.v
export SDC_FILE = /design/flow/constraint.sdc
export NUM_CORES = 4
export LEC_CHECK = 1
export CORE_AREA = 10 10 70 70
export DIE_AREA = 0 0 80 80
--- constraint.sdc ---
current_design sixteenTo4PrioEncoder

set clk_period 2.4
set clk_io_pct 0.2

create_clock -name clk0 -period $clk_period

set non_clock_inputs [all_inputs -no_clocks]
set_input_delay [expr $clk_period * $clk_io_pct] -clock clk0 $non_clock_inputs
set_output_delay [expr $clk_period * $clk_io_pct] -clock clk0 [all_outputs]
--- design.v ---
module sixteenTo4PrioEncoder(w,y,z);
    input [15:0] w;
    output reg [3:0] y;
    output reg z;
    integer k;
    always @(w)
    begin 
        z = 1;
        if (w == 0)
            z = 0;
        else
        begin
            for(k = 0; k <= 15; k = k + 1)
            begin
                if (w[k] == 1)
                    y = k;
            end
        end
    end
endmodule
--- run.sh ---
#!/bin/bash
# OpenROAD 26Q1-2900-gdf79404cd8, Yosys 0.63+post, stock flow scripts
make -C /OpenROAD-flow-scripts/flow DESIGN_CONFIG=/design/flow/config.mk WORK_HOME=/design/flow/orfs finish
==> results_slide.txt <==
Key Metrics from the Run

Final layout
  • Layout cells sized above 1: between 30% and 40%
  • Number of flip-flops under the largest register name: 4
  • Fillers: between 300 and 400
  • Register area: about 60 µm²
  • Area Growth Syn to Fin: 173%
  • Logic cell area: ~210 µm²

Setup path
  • CP Cell Sequence: clkdlybuf4s50_1 -> nor2_4 -> nand3_2 -> or2_1 -> clkdlybuf4s50_1
  • Critical Path End Type: output port
  • Slowest cell on the critical path: clkdlybuf4s50_1
  • Top delay family on crit path: buffers and inverters
  • Crit Path Category: in -> out
  • CP bufs+invs: 2
  • Critical path arrival: roughly 1800 ps
  • Max incr delay on CP: 470 ps
  • Req. time, crit path: about 1900 ps
  • Crit-path most repeated cell: clkdlybuf4s50_1
  • CP Launch Type: input pin
  • Crit Path Max Fanout: 3

Timing
  • Setup Viol. Count Final: 0
  • Slew HR: between 80% and 90%
  • Endpoints left unconstrained: 8
  • Fmax: 0.433 GHz
  • Register pins left without a clock: 4
  • Final Max Slew Viols: 0
  • Final worst slack: about 89 ps
  • Endpoints failing hold: 0
  • Final worst path period share: a little over nine tenths
  • Measured slew at the worst slew-check pin: between 200 and 250 ps
  • Setup TNS: 0 ps
  • Min Tclk post-route: between 2000 and 2500 ps

Drt
  • Antenna-violating nets left: 0
  • DRC Markers: 0
  • Highest metal used: met3
  • Drt first pass iters: 4
  • DR vias: 370
  • DR WL/cell: between 10 and 15 µm
  • Post-Route WL: about 1100 µm
  • Met3 routed WL: approximately 64 µm
  • Diodes inserted: 0
  • DR vias/cell: 3.25
  • Met1 WL: about 630 µm
  • Iter 0 DRT Violations: 34
  • Met2 wire length: approximately 450 µm

Floorplan
  • Core Rows: 21
  • Core area: roughly 3400 µm²
  • Initial Util: around 6.8%
  • DIE AREA: ~6400 µm²
  • Die height: roughly 80 µm
  • Die width: 80 µm
  • Ports: 21

Outcome
  • Status: finished, final reports clean

Yosys
  • Synth flops: 4
  • # Cells Yosys: 33
  • Synthesized area per cell: between 7 and 8 µm²
  • Yosys chip area: between 200 and 250 µm²
  • Synthesized area: between 200 and 250 µm²
  • Post-Synthesis Cells: 33
  • YS warnings: 1
  • Unique cell types: 17

Place
  • I/O Buffers: 21
  • Pre-CTS WS: -206 ps
  • Gp weighted congestion: 0.732

Run
  • Tool Warnings: 32
  • Max-Cap Viols: 0

Pwr
  • Max VDD drop: 58.3 µV
  • Pwr Total: 0.0666 mW
  • P_leak: 0.254 nW
  • PD cells: 104 nW/µm²

Global route
  • Vias in the first global route: between 300 and 400
  • Total grt overflow: 0
  • Largest net degree at the start of global routing: 5
  • Initial antenna violation count: 0
  • First-pass GRT wire length: 1940 µm
  • Total track usage: around 3.7%

Hold path
  • Hold WC Path Type: in -> out

Clock network
  • Hold_buf cts: 0
-- layout make-up --
cell class,count,share of cell area [%]
Timing Repair Buffer,35,47.8
Tap cell,46,9.02
Multi-Input combinational cell,28,33.1
Sequential cell,4,9.41
Inverter,1,0.588
-- placed cells by master, fill, tap and decap left out --
cell type and n:
buf_4 14, clkdlybuf4s50_1 13, dlygate4sd2_1 8, nor2_1 7, dlxtn_1 4, nor4_4 2, nor2_2 2, nand3_1 2
o31ai_1 2, nand2b_1 2, nor2_4 1, or4b_1 1, a21o_1 1, and2b_2 1, inv_1 1, a221o_1 1
nor3_1 1, or3b_1 1, a311oi_1 1, a31oi_1 1, nand3_2 1, or2_1 1
-- per-stage QoR --
step           cell area [µm²]  hold slack (ps)  util (%)  instances
6_report                   638             1910      18.7        114
3_3_place_gp               592             2120      17.3        112
2_1_floorplan              234             1120         -         33
3_5_place_dp               592             2110      17.3        112
5_1_grt                    638             1980      18.7        114
4_1_cts                    596             1920      17.4        113
-- path summary, 6_finish.rpt --
kind              start  endpoint  slack [ps]  depth (start not counted)
setup / recovery  w[15]         z          90                          5
hold / removal    w[12]         z        1910                          5
-- worst min-delay path, stage by stage --
cell	delay (ps)
dlygate4sd2_1	260
nor4_4	70
nand3_2	70
or2_1	90
clkdlybuf4s50_1	460
-- cell families after synthesis --
logic type	Yosys count	synth area share [%]
simple gates	22	52.4
compound gates	6	20.3
latches	4	25.7
buf+inv	1	1.60
-- where the power goes --
part / switching, mW / internal, mW / total (mW)
clock network: 0 / 0 / 0
registers: 0.0000000104 / 0.000687 / 0.000687
logic: 0.0264 / 0.0396 / 0.0660
total: 0.0264 / 0.0403 / 0.0666
-- cells in the mapped netlist --
library cell,number,area (µm²)
a21o_1,1,7.51
a221o_1,1,10.0
a311oi_1,1,8.76
a31oi_1,1,6.26
and2b_2,1,8.76
dlxtn_1,4,60.1
inv_1,1,3.75
nand2b_1,2,12.5
nand3_1,3,15.0
nor2_1,10,37.5
nor3_1,1,5.00
nor4_1,1,6.26
nor4_2,1,12.5
o31ai_1,2,15.0
or2_1,1,6.26
or3b_1,1,8.76
or4b_1,1,10.0
-- what timing repair did --
action,4_1_cts,5_1_grt
endpoints found under the setup margin,1,1
setup buffers,1,1
pin swaps,4,3
resized,9,7
-- routing by layer --
layer | GRT usage, % | up-vias
met5 | 0 | -
met4 | 0 | 0
met2 | 5.46 | 14
met3 | 0.795 | 0
li1 | - | 194
met1 | 5.69 | 162
Power and IR drop assume default switching activity.
