`design/flow/design.v`:
```
module bcd(x,y,cin,s);
	input [3:0] x,y;
	input cin;
	output [3:0] s;
	wire [3:0] st;
	wire t1,t2,co;
	wire [3:0] k;
	fbAdd stage0(x,y,cin,st,cout);
	and (t1,st[3],st[2]);
	and (t2,st[3],st[1]);
	or (co,cout,t1,t2);
	assign k={1'b0,co,co,1'b0};
	fbAdd stage1(st,k,1'b0,s,c2);
endmodule
module fbAdd(x,y,cin,s,cout);
	input [3:0] x,y;
	input cin;
	output [3:0] s;
	output cout;
	wire [3:1] c;
	fa stage0(x[0],y[0],cin,s[0],c[1]);
	fa stage1(x[1],y[1],c[1],s[1],c[2]);
	fa stage2(x[2],y[2],c[2],s[2],c[3]);
	fa stage3(x[3],y[3],c[3],s[3],cout);
endmodule
module fa(a,b,cin,s,cout);
	input a,b,cin;
	output s,cout;
	assign s = a ^ b ^ cin;
	assign cout = (a & b) | (a & cin) | (b & cin);
endmodule
```
`design/flow/run.sh`:
```
#!/bin/bash
# OpenROAD 26Q1-2900-gdf79404cd8, Yosys 0.63+post, stock flow scripts
make -C /OpenROAD-flow-scripts/flow DESIGN_CONFIG=/design/flow/config.mk WORK_HOME=/design/flow/orfs finish
```
`design/flow/config.mk`:
```
export PLATFORM = sky130hd
export DESIGN_NAME = bcd
export DESIGN_NICKNAME = bcd
export VERILOG_FILES = /design/flow/design.v
export SDC_FILE = /design/flow/constraint.sdc
export NUM_CORES = 4
export LEC_CHECK = 1
export CORE_AREA = 10 10 70 70
export DIE_AREA = 0 0 80 80
```
`design/flow/constraint.sdc`:
```
current_design bcd

set clk_period 3.8
set clk_io_pct 0.2

create_clock -name clk0 -period $clk_period

set non_clock_inputs [all_inputs -no_clocks]
set_input_delay [expr $clk_period * $clk_io_pct] -clock clk0 $non_clock_inputs
set_output_delay [expr $clk_period * $clk_io_pct] -clock clk0 [all_outputs]
```
==> impl_metrics.env <==
# source this file to load flow results
export IMPL_power_ir_vdd_worst_mv=0.0329
export IMPL_synth_logic_top_family="adder cells"
export IMPL_syn_instance_count=28
export IMPL_tns_ns=-0.335
export IMPL_top_cell_excl_fill_tap="inv_1"
export IMPL_grt_first_pass_wirelength_um=738
export IMPL_worstPathCellList="buf_8 -> inv_8 -> fa_2 -> fa_2 -> fa_2 -> fa_1 -> a21o_2 -> nand2_4 -> ha_4 -> a211oi_2 -> xor2_1 -> buf_2"
export IMPL_crit_path_frequent_cell="fa_2"
export IMPL_yosys_top_cells_area="fa_1 34%, inv_1 18%, ha_1 16%"
export IMPL_die_y_um=80
export IMPL_fin_util_pct=13.6
export IMPL_chip_area_sq_um=6400
export IMPL_pin_count_of_the_biggest_net_entering_global_routing=4
export IMPL_worstPathRequired_ns=3.04
export IMPL_yosys_stat_area_sq_um=235
export IMPL_rsz0062_at_grt="yes"
export IMPL_place_gp_congestion=0.741
export IMPL_timing_critical_path_slowest_cell_delay_ns=0.50
export IMPL_drive_above_1_share_pct=57.5
export IMPL_buffering_stage_count_on_the_worst_path_with_inverters_included=3
export IMPL_pwr_cell_area_nw_per_um2=225
export IMPL_fp_dieW_um=80
export IMPL_xor_share_pct=7.45
export IMPL_design_power_total_uw=104
export IMPL_openroad_warning_count=36
export IMPL_violated_checks="negative setup slack"
export IMPL_total_wirelength_um=510
export IMPL_nFlopsAndLatches=0
export IMPL_critical_path_startpoint_category="input port"
export IMPL_postRouteAntennaNets=0
export IMPL_finalMaxSlewViolations=0
export IMPL_drt_pass1_iter_count=2
export IMPL_groute_usage_overall_pct=1.44
export IMPL_post_synth_instance_area_sq_um=235
export IMPL_finalInstanceArea_sq_um=463
export IMPL_placement_rows=21
export IMPL_fp_coreArea_sq_um=3420
export IMPL_insertedDiodeCount=0
export IMPL_setup_ws_ns=-0.210
export IMPL_placed_area_sq_um=463
export IMPL_worst_setup_path_type="input port to primary output"
export IMPL_final_period_utilization_pct=106
export IMPL_post_synth_ao_oa_area_fraction_pct=9.04
export IMPL_slew_margin_rel_pct=88.2
export IMPL_post_synth_fa_ha_maj_area_fraction_pct=50.0
export IMPL_via_count_of_the_first_global_routing_pass=179
export IMPL_post_synth_and_or_nand_nor_area_fraction_pct=1.60
export IMPL_io_buffer_count=13
export IMPL_mostFrequentLayoutCells="7 x inv_1, 5 x clkdlybuf4s50_1, 4 x inv_2, 4 x buf_2"
export IMPL_final_hold_viol_count=0
export IMPL_setup_violations=2
export IMPL_clock_fmax_ghz=0.249
export IMPL_synth_seq_share_pct=0
export IMPL_synth_cells_yosys=28
export IMPL_timing_worst_slew_pin_value_ns=0.176
export IMPL_place_hpwl_um=500
export IMPL_grt_overflow_total=0
export IMPL_area_growth_synth_to_final_pct=96.8
export IMPL_fin_cells=86
export IMPL_drt_initial_drc_count=2
export IMPL_ios=13
export IMPL_yosysWarningCount=2
export IMPL_synthDistinctLibCells=9
export IMPL_run_status="finished with violations"
export IMPL_synth_area_per_cell_sq_um=8.40
export IMPL_period_minus_slack_ns=4.01
export IMPL_route_detailed_vias_per_inst=2.24
export IMPL_crit_path_top_delay_cell="fa_1"
export IMPL_grt_antenna_before_repair=0
export IMPL_critPathMaxFanout=3
export IMPL_critical_path_top_delay_family="adder cells"
export IMPL_holdCritPathClass="input port to primary output"
export IMPL_worst_setup_path_end_kind="primary output"
export IMPL_post_synth_mux_area_share_pct=0
export IMPL_initial_utilization_pct=6.89
export IMPL_worst_endpoint_arrival_ns=3.25
export IMPL_place_inst=86
export IMPL_static_leakage_power_nw=0.209
export IMPL_register_cell_area_after_layout_sq_um=0
export IMPL_clock_buffer_count=0
export IMPL_route_detailed_drc=0
export IMPL_cap_violations=0
export IMPL_synth_largest_area_cell="fa_1"
export IMPL_top_cell_area_share_pct=34.0
export IMPL_avgRoutedWirePerCell_um=5.93
export IMPL_route_vias_total=193
[synthesized netlist by cell type]
cell	number
nand2_1	1
a211oi_2	1
xor2_1	2
fa_1	4
a21o_2	1
inv_1	11
buf_4	4
inv_2	1
ha_1	3
[logic make-up after synthesis]
family	Yosys count
buffers and inverters	16
adder cells (fa/ha/maj)	7
AND-OR/OR-AND	2
XOR/XNOR	2
AND/OR/NAND/NOR	1
[timing repair]
item / 4_1_cts / 5_1_grt
endpoints found under the setup margin: 3 / 3
pin swaps: 9 / 2
endpoints found under the hold margin: 0 / 0
resized: 32 / 1
setup buffers: 0 / 0
hold buffers: 0 / 0
[worst paths after layout]
kind / startpoint / endpoint / slack [ns] / cells past startpoint
setup / recovery: x[0] / s[3] / -0.21 / 12
hold / removal: cin / s[0] / 2.27 / 5
[final cells by class]
class	count	area, sq um
inverter	12	52.6
multi-input combinational	12	213
tap	46	57.6
timing repair buffer	16	140
fill	387	2950
[routing by layer]
layer,wire length [um],vias up,track usage [%]
met4,0,0,0
met3,41,0,0.227
met2,327,5,3.69
li1,-,98,-
met5,0,-,0
met1,141,90,0.935
[report_power, final]
group          leakage (nW)  switching [mW]  internal, mW  total, mW
Sequential                0               0             0          0
Combinational         0.209          0.0402        0.0640      0.104
Clock                     0               0             0          0
[per-stage QoR]
stage                     setup WS (ns)  hold WS, ns
after floorplan                  -0.169         1.86
after global placement            -1.21         2.60
after detailed placement          -1.18         2.61
after CTS                        -0.247         2.28
after global routing             -0.357         2.31
final                            -0.210         2.27
Power is estimated from default activity; no workload was simulated.
